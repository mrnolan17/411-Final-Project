==> /design/flow/design.v <==
package pcmux;
typedef enum bit [1:0] {
    pc_plus4  = 2'b00
    ,alu_out  = 2'b01
    ,alu_mod2 = 2'b10
} pcmux_sel_t;
endpackage
package marmux;
typedef enum bit {
    pc_out = 1'b0
    ,alu_out = 1'b1
} marmux_sel_t;
endpackage
package cmpmux;
typedef enum bit {
    rs2_out = 1'b0
    ,i_imm = 1'b1
} cmpmux_sel_t;
endpackage
package alumux;
typedef enum bit {
    rs1_out = 1'b0
    ,pc_out = 1'b1
} alumux1_sel_t;
typedef enum bit [2:0] {
    i_imm    = 3'b000
    ,u_imm   = 3'b001
    ,b_imm   = 3'b010
    ,s_imm   = 3'b011
    ,j_imm   = 3'b100
    ,rs2_out = 3'b101
} alumux2_sel_t;
endpackage
package mulmux;
typedef enum bit [3:0] {
	 mul 		= 4'b0000,
	 mulh		= 4'b0001,
	 mulhsu	= 4'b0010,
	 mulhu	= 4'b0011,
	 div		= 4'b0100,
	 divu 	= 4'b0101,
	 rem		= 4'b0110,
	 remu		= 4'b0111,
	 alu	   = 4'b1000
} mulmux_sel_t;
endpackage
package regfilemux;
typedef enum bit [3:0] {
    alu_out   = 4'b0000
    ,br_en    = 4'b0001
    ,u_imm    = 4'b0010
    ,lw       = 4'b0011
    ,pc_plus4 = 4'b0100
    ,lb        = 4'b0101
    ,lbu       = 4'b0110   
    ,lh        = 4'b0111
    ,lhu       = 4'b1000   
} regfilemux_sel_t;
endpackage
interface rvfi_itf(input clk, input rst);
    logic halt;
    logic commit;
    logic [63:0] order;
    logic [31:0] inst;
    logic trap;
    logic [4:0] rs1_addr;
    logic [4:0] rs2_addr;
    logic [31:0] rs1_rdata;
    logic [31:0] rs2_rdata;
    logic load_regfile;
    logic [4:0] rd_addr;
    logic [31:0] rd_wdata;
    logic [31:0] pc_rdata;
    logic [31:0] pc_wdata;
    logic [31:0] mem_addr;
    logic [3:0] mem_rmask;
    logic [3:0] mem_wmask;
    logic [31:0] mem_rdata;
    logic [31:0] mem_wdata;
    logic [15:0] errcode;
endinterface
module id_regfile
(
    input clk,
    input rst,
    input load,
    input [31:0] in,
    input [4:0] src_a, src_b, dest,
    output logic [31:0] reg_a, reg_b
);
logic [31:0] data [32];
always_ff @(posedge clk)
begin
    if (rst)
    begin
        for (int i=0; i<32; i=i+1) begin
            data[i] <= '0;
        end
    end
    else if (load && dest)
    begin
        data[dest] <= in;
    end
end
always_comb
begin
    reg_a = ((src_a == dest) && src_a) ? in : (src_a ? data[src_a] : 0);
    reg_b = ((src_b == dest) && src_b) ? in : (src_b ? data[src_b] : 0);
end
endmodule : id_regfile
==> /design/flow/run.sh <==
#!/bin/bash
# OpenROAD 26Q1-2900-gdf79404cd8, Yosys 0.63+post, stock flow scripts
make -C /OpenROAD-flow-scripts/flow DESIGN_CONFIG=/design/flow/config.mk WORK_HOME=/design/flow/orfs finish
==> /design/flow/config.mk <==
export PLATFORM = sky130hd
export DESIGN_NAME = id_regfile
export DESIGN_NICKNAME = id_regfile
export VERILOG_FILES = /design/flow/design.v
export SDC_FILE = /design/flow/constraint.sdc
export NUM_CORES = 4
export LEC_CHECK = 1
export CORE_UTILIZATION = 30
==> /design/flow/constraint.sdc <==
current_design id_regfile

set clk_period 18.7
set clk_io_pct 0.2

create_clock -name clk0 -period $clk_period [get_ports {clk}]

set non_clock_inputs [all_inputs -no_clocks]
set_input_delay [expr $clk_period * $clk_io_pct] -clock clk0 $non_clock_inputs
set_output_delay [expr $clk_period * $clk_io_pct] -clock clk0 [all_outputs]
==> flow_summary_export.csv <==
group,metric,value,unit
outcome,status,"complete, no violations",
cells_and_area,top_register,"data",
sta,rsz0062_at_grt,"no",
worst_setup_path,crit_type,"in2out",
hold_path,holdCritStartpoint,"rst",
detailed_routing,final_antenna_net_count,0,
yosys,synthAoiAreaFrac,6.05,%
sta,tightestPinTransition,1070,ps
clock_network,cts_hold_buffers,0,
detailed_routing,vias,37200,
cells_and_area,largest_reg_flops,1024,
yosys,synth_warnings,1,
floorplanning,die_area,189000,um2
floorplanning,initial_core_util,30.3,%
sta,slew_viol_final,0,
pwr,vdd_drop_max,76.1,uV
floorplanning,die_height,435,um
global_routing,grt_pass1_wl,296000,um
yosys,xor_area_share,0.156,%
placed_design,routabilityCongestion,0.927,
worst_setup_path,crit_path_max_fanout,62,
pwr,p_leak,22.5,nW
worst_setup_path,cpPeakStageDelay,670,ps
clock_network,clockBufferDepth,3,
clock_network,clk_pin_slew_worst_paths,60,ps
sta,final.setup.tns,0,ps
yosys,top_area_cell,"edfxtp_1",
clock_network,cts.htree.levels,3,
pwr,power-per-cell-area,88.3,nW/um2
yosys,synth_seq_share,54.6,%
global_routing,grt_overflow,0,
worst_setup_path,crit_top_cell,"buf_4",
clock_network,cts_root_buf,"clkbuf_16",
placed_design,pre_cts_ws,7070,ps
yosys,top_area_share,54.6,%
worst_setup_path,start_kind,"primary input",
global_routing,grt_max_degree,68,
clock_network,cts_sinks,1024,
yosys,synth_area,56300,um2
floorplanning,ios,114,
detailed_routing,viasPerCell,5.54,
yosys,netlist_instances,4146,
cells_and_area,top_regs,"data: 1024 flops",
job,drv_cap,0,
detailed_routing,routed_wl,213000,um
yosys,synthMuxAreaShare,21.5,%
job,warning_count,26,
placed_design,dp.cells,6505,
sta,hold_ws,3580,ps
floorplanning,core_area,186000,um2
cells_and_area,flop_area,30700,um2
detailed_routing,wl_per_cell,31.7,um
cells_and_area,layout.cells.most_common,"edfxtp_1",
placed_design,dp.final_hpwl,123000,um
yosys,adder_share,0,%
worst_setup_path,cp_top_family,"buffers and inverters",
worst_setup_path,worst-path-buf-inv,5,
cells_and_area,comb_area,24100,um2
sta,slew_headroom,28.3,%
yosys,topCellsByArea,"edfxtp_1 55%, mux4_2 11%, and2_1 11%, mux2i_1 8.6%, clkbuf_1 2.0%",
worst_setup_path,cp_cell_sequence,"buf_8, buf_4, and2_4, buf_4, buf_4, a22oi_1, a31oi_1, o21ai_0, a22o_1, clkdlybuf4s50_1",
yosys,synth.logic.top_family,"multiplexers",
cells_and_area,fillers,17500,
sta,hold_viol_final,0,
worst_setup_path,cp_data_arrival_time,7910,ps
sta,setup_viol,0,
sta,fin_crit,11650,ps
global_routing,groute.usage.overall,23.6,%
detailed_routing,drc,0,
clock_network,cts_tree,"done",
clock_network,cts_setup_buffers,0,
global_routing,grt_pass1_vias,39300,
floorplanning,core.rowCount,158,
sta,fmax,0.0858,GHz
sta,setup_slack,7050,ps
yosys,edf_count,1024,
cells_and_area,most-common-layout-cells,"1,024 x edfxtp_1, 993 x and2_1, 483 x mux2i_1, 286 x mux4_2, 170 x buf_4",
yosys,yosys_area,56300,um2
detailed_routing,first_iter_violations,2766,
worst_setup_path,crit_required,14960,ps
placed_design,io_buffers,113,
clock_network,cts_made_buffers,110,
cells_and_area,drive_gt1_share,17.5,%
clock_network,cts_resized,0,
detailed_routing,drt_pass1_iterations,6,
cells_and_area,area_delta_synth_final,13.7,%
global_routing,antenna_found_initial,8,
yosys,ys_types,42,
yosys,yosys_cells,4146,
worst_setup_path,critPathSlowestCell,"buf_4",
sta,min_period_over_period,62.3,%
worst_setup_path,endpoint_kind,"primary output",
yosys,ys_async_sr_fraction,0,%
yosys,ff_type,"edfxtp_1",
cells_and_area,stdcell_count,6715,
yosys,syn_area_per_cell,13.6,um2
worst_setup_path,crit_path_start,"src_a[0]",
yosys,simple_gate_area_share,14.3,%
hold_path,hp-class,"in2reg",
yosys,ys.flops,1024,
floorplanning,die_w,435,um
==> kinds of logic (layout without fill, tap and decap cells) <==
family | count (synthesis) | after routing
AOI/OAI and AO/OA | 480 | 480
xor gates and xnor gates | 10 | 10
buffers and inverters | 434 | 485
DFF | 1024 | 1024
muxes | 824 | 824
other | 1 | 39
and+or+nand+nor | 1373 | 1373
==> where the power goes <==
part / switching, W / internal [W] / leakage [nW]
clock: 0.000955 / 0.00123 / 1.73
sequential: 0.0000650 / 0.00265 / 9.75
combinational: 0.000444 / 0.000300 / 11.0
total: 0.00146 / 0.00419 / 22.5
==> final cells by class <==
type	count	share of cell area (%)
multi-input combinational	2719	37.7
timing repair buffer	282	3.82
clock inverter	74	1.15
clock buffer	129	4.41
tap	2480	4.85
antenna	7	0.0274
sequential	1024	48.1
==> stage by stage <==
step / total power, W / instance area [um2] / utilization (%)
CTS: 0.00566 / 64000 / 34.4
detailed placement: 0.00350 / 60400 / 32.5
global route: 0.00581 / 64000 / 34.4
finish: 0.00565 / 64000 / 34.4
global placement: 0.00350 / 60400 / 32.5
floorplan: 0.00316 / 56400 / -
==> cell usage after synthesis, types with 2 or more instances <==
library cell,count
or3b_2,2
a22o_1,30
o2bb2ai_1,2
a221o_1,23
nand2b_1,3
mux2i_1,483
a221oi_1,10
xnor2_1,10
nor2b_1,40
o22ai_1,35
mux2_2,40
a211o_1,2
buf_6,12
nand2_1,157
and2_1,994
nor2_1,41
buf_2,105
o311ai_0,2
or2_2,31
nor3b_1,24
a22oi_1,90
a32o_1,32
nor3_1,28
o21ai_0,80
or3_1,4
o221ai_1,32
a211oi_1,52
nand3_1,42
mux4_2,286
nand3b_1,6
a31oi_1,24
edfxtp_1,1024
buf_1,12
clkbuf_1,300
buf_4,5
mux4_1,15
a21oi_1,63
==> path summary, 6_finish.rpt <==
kind	endpoint	cells after the start
setup / recovery	reg_a[21]	10
hold / removal	data[0][22]	1
==> metal layers <==
metal / global-route usage (%) / vias to the layer above / share of wire, %
met4: 9.97 / 18 / 5.5
met5: 1.16 / - / 0.12
met1: 26.1 / 18200 / 33
li1: - / 15700 / -
met3: 17.5 / 577 / 17
met2: 34.1 / 2767 / 44
Power is estimated from default activity; no workload was simulated.
