**design/flow/design.v**
```verilog
package pcmux;
typedef enum bit [1:0] {
    pc_plus4  = 2'b00
    ,alu_out  = 2'b01
    ,alu_mod2 = 2'b10
} pcmux_sel_t;
endpackage
package marmux;
typedef enum bit {
    pc_out = 1'b0
    ,alu_out = 1'b1
} marmux_sel_t;
endpackage
package cmpmux;
typedef enum bit {
    rs2_out = 1'b0
    ,i_imm = 1'b1
} cmpmux_sel_t;
endpackage
package alumux;
typedef enum bit {
    rs1_out = 1'b0
    ,pc_out = 1'b1
} alumux1_sel_t;
typedef enum bit [2:0] {
    i_imm    = 3'b000
    ,u_imm   = 3'b001
    ,b_imm   = 3'b010
    ,s_imm   = 3'b011
    ,j_imm   = 3'b100
    ,rs2_out = 3'b101
} alumux2_sel_t;
endpackage
package mulmux;
typedef enum bit [3:0] {
	 mul 		= 4'b0000,
	 mulh		= 4'b0001,
	 mulhsu	= 4'b0010,
	 mulhu	= 4'b0011,
	 div		= 4'b0100,
	 divu 	= 4'b0101,
	 rem		= 4'b0110,
	 remu		= 4'b0111,
	 alu	   = 4'b1000
} mulmux_sel_t;
endpackage
package regfilemux;
typedef enum bit [3:0] {
    alu_out   = 4'b0000
    ,br_en    = 4'b0001
    ,u_imm    = 4'b0010
    ,lw       = 4'b0011
    ,pc_plus4 = 4'b0100
    ,lb        = 4'b0101
    ,lbu       = 4'b0110   
    ,lh        = 4'b0111
    ,lhu       = 4'b1000   
} regfilemux_sel_t;
endpackage
interface rvfi_itf(input clk, input rst);
    logic halt;
    logic commit;
    logic [63:0] order;
    logic [31:0] inst;
    logic trap;
    logic [4:0] rs1_addr;
    logic [4:0] rs2_addr;
    logic [31:0] rs1_rdata;
    logic [31:0] rs2_rdata;
    logic load_regfile;
    logic [4:0] rd_addr;
    logic [31:0] rd_wdata;
    logic [31:0] pc_rdata;
    logic [31:0] pc_wdata;
    logic [31:0] mem_addr;
    logic [3:0] mem_rmask;
    logic [3:0] mem_wmask;
    logic [31:0] mem_rdata;
    logic [31:0] mem_wdata;
    logic [15:0] errcode;
endinterface
module data_array2 #(
    parameter s_offset = 5,
    parameter s_index = 3
)
(
    clk,
    rst,
    read,
    write_en,
    rindex,
    windex,
    datain,
    dataout
);
localparam s_mask   = 2**s_offset;
localparam s_line   = 8*s_mask;
localparam num_sets = 2**s_index;
input clk;
input rst;
input read;
input [s_mask-1:0] write_en;
input [s_index-1:0] rindex;
input [s_index-1:0] windex;
input [s_line-1:0] datain;
output logic [s_line-1:0] dataout;
logic [s_line-1:0] data [num_sets-1:0]  ;
logic [s_line-1:0] _dataout;
assign dataout = _dataout;
always_ff @(posedge clk)
begin
    if (rst) begin
        for (int i = 0; i < num_sets; ++i)
            data[i] <= '0;
    end
    else begin
        if (read)
            for (int i = 0; i < s_mask; i++)
                _dataout[8*i +: 8] <= (write_en[i] & (rindex == windex)) ?
                                      datain[8*i +: 8] : data[rindex][8*i +: 8];
        for (int i = 0; i < s_mask; i++)
        begin
            data[windex][8*i +: 8] <= write_en[i] ? datain[8*i +: 8] :
                                                    data[windex][8*i +: 8];
        end
    end
end
endmodule : data_array2
```
**design/flow/run.sh**
```bash
#!/bin/bash
# OpenROAD 26Q1-2900-gdf79404cd8, Yosys 0.63+post, stock flow scripts
make -C /OpenROAD-flow-scripts/flow DESIGN_CONFIG=/design/flow/config.mk WORK_HOME=/design/flow/orfs finish
```
**design/flow/config.mk**
```make
export PLATFORM = sky130hd
export DESIGN_NAME = data_array2
export DESIGN_NICKNAME = data_array2
export VERILOG_FILES = /design/flow/design.v
export SDC_FILE = /design/flow/constraint.sdc
export NUM_CORES = 4
export LEC_CHECK = 1
export CORE_UTILIZATION = 40
```
**design/flow/constraint.sdc**
```tcl
current_design data_array2

set clk_period 18.4
set clk_io_pct 0.2

create_clock -name clk0 -period $clk_period [get_ports {clk}]

set non_clock_inputs [all_inputs -no_clocks]
set_input_delay [expr $clk_period * $clk_io_pct] -clock clk0 $non_clock_inputs
set_output_delay [expr $clk_period * $clk_io_pct] -clock clk0 [all_outputs]
```
==> deck_impl_summary.md <==
Implementation Results

Floorplan
  • Die area: 262000 um2
  • Die height: 511 um
  • Init Core Util: 0.403
  • # IOs: 553
  • Die W: 511 um
  • Core ar.: approximately 260000 um2
  • Core Rows: 186

Routing
  • Routed wire length: ~260000 um
  • Post-DRT Antenna Nets: 0
  • DRC: 0
  • First-pass DRT Iterations: 5
  • Via count: 54123
  • DR vias/cell: between 5 and 6
  • Drt initial violations: 2673
  • Routed WL per cell: 25.2 um

Clock network
  • Hold Buf Count CTS: 0
  • Sink Count: 2304
  • CTS H-tree depth: 4
  • CTS root buffer: clkbuf_16
  • Reg clk slew, reported paths: 0.06 ns
  • Post-CTS Resized: 0
  • Clock Path Buffers: 4
  • CTS buffer count: 245
  • CTS tree: built
  • Clock Latency Late Sink: 0.92 ns
  • Setup Buffers After CTS: 0

Final timing
  • Period utilisation layout: 0.384
  • Slew margin rel.: 0.376
  • WHS: 0.843 ns
  • Setup slack after layout: 11.33 ns
  • Minimum clock period after layout: 7.07 ns
  • Setup-failing EPs final: 0
  • F_max: 141 MHz
  • RSZ-0062 raised after global routing: no
  • Worst-margin pin slew: 0.932 ns
  • Final Max-Slew Violation Tally: 0
  • Post-Route Skew: 0.0691 ns
  • Final Hold Viols: 0
  • Sum Neg Setup Slack: 0 ns

Synthesis
  • Syn Inst Count: slightly above 6000
  • Post-Syn Area: 104000 um2
  • Synth top area share: 0.666
  • Comb area leader: multiplexers
  • Synth warnings: 1
  • Synth area leaders: edfxtp_1 (67%), and2_1 (12%), mux4_2 (11%), mux2_2 (5.5%), or2_2 (1.5%)
  • Yosys stat chip area: between 100000 and 150000 um2
  • Post-synthesis sequential area ratio: 0.666
  • Synthesized area per cell: 16.7 um2
  • Area fraction in mux cells: 0.167
  • Cell count in the Yosys report: 6211
  • Main flop type: edfxtp_1
  • Flip-flops with a built-in enable: 2304
  • Post-Synth AOI/OAI Area: 0
  • Unique cell types: 20
  • Ys flops: 2304
  • Post-Synth Adder-Cell Area: 0
  • Yosys top cell by instances: edfxtp_1
  • Leading area contributor after synthesis: edfxtp_1
  • Basic Gates by Area: 0.153
  • Async S/R FF share, synth: 0
  • Top cells by count: edfxtp_1 (2304), and2_1 (2048), mux4_2 (512), mux2_2 (510)
  • XOR/XNOR Fraction of Synth Area: 0.000398

Worst setup path
  • Worst Setup Start Kind: primary input
  • Critical Path Slowest Stage Cell: buf_4
  • Most frequent CP cell: buf_4
  • Crit-path max FO: 33
  • Critical Path End Type: register
  • CP Cell Sequence: buf_8, buf_4, buf_4, buf_4, buf_4, mux4_2, mux2_2, mux2_2
  • Kind of critical path: in2reg
  • Start of the worst register-to-register path: data[0][189]
  • Crit path DAT: slightly below 8 ns
  • Reg2reg path depth: 3
  • Required time of the critical path: ~19 ns
  • CP peak stage delay: 0.64 ns
  • Reg-to-reg critical path endpoint: _dataout[189]
  • Reg-to-reg setup timing slack: about 17 ns

Pwr
  • Leak pwr: 41.4 nW
  • Clock share of power: 0.408
  • Int Pwr: approximately 9.5 mW
  • VDD IR-drop max: 98.4 uV
  • Pwr Density: approximately 100 nW/um2
  • NetSw: 2.64 mW
  • Net Sw Frac: 0.217
  • Part of the power in registers: 0.511
  • Comb pwr share: 0.081

Worst hold path
  • Worst hold path startpoint: data[2][35]
  • Hold Path Stages: 3
  • Min-delay worst type: reg2reg
  • WHS Endpoint: _dataout[35]

Final layout
  • Layout area overhead: 16.5%
  • Fillers: 21401
  • Layout cells sized above 1: 0.243
  • Flip-flop and latch area: between 60000 and 70000 um2
  • Final std cells w/o fill: 10423
  • Post-route cell area: approximately 120000 um2
  • Gate Area: ~33000 um2

Global routing
  • Initial antenna violation count: 61
  • All-Layer GR Usage: 0.221
  • First-pass GRT wire length: 390000 um
  • Vias in the first global route: 59130
  • Largest net degree at the start of global routing: 100
  • Grt ovf: 0

Job
  • OpenROAD warning count: 26
  • Max-cap violations: 0

Run status
  • Outcome: completed

Place
  • Post-DP HPWL: around 170000 um
  • Dpl ws: 10.27 ns
  • Post-DP Area: 113000 um2
  • Routability Congestion: between 0.8 and 0.9
  • Port Buffers: 552
  • DP Cell Count: 9968
-- power by group through the flow --
stage / Sequential (mW) / Clock, mW / Combinational, mW
CTS: 6.22 / 5.06 / 1.00
global route: 6.24 / 5.24 / 1.07
finish: 6.21 / 4.95 / 0.986
-- cell type report --
cell class / count / area share
diodes: 13 / 0.000269
clock buffers: 295 / 0.0524
clock inverters: 147 / 0.0136
multi-input cells: 3660 / 0.276
flip-flops and latches: 2304 / 0.572
well taps: 3384 / 0.0350
repair buffers: 620 / 0.0507
-- through the flow --
stage,utilization,total power [mW]
global route,0.470,12.6
CTS,0.470,12.3
global placement,0.439,7.31
floorplan,-,6.88
finish,0.470,12.2
detailed placement,0.439,7.32
-- per-layer routing --
metal	GRT usage	vias to the layer above	share of wire
met1	0.296	26827	0.36
met3	0.118	463	0.12
met2	0.336	2199	0.48
met4	0.0466	96	0.026
met5	0.00840	-	0.0033
li1	-	24538	-
-- how the worst max path moves through the flow --
stage | to | cells after the start | slack (ns) | from
4_1_cts | _dataout[25] | 8 | 11.23 | rindex[0]
5_1_grt | _dataout[25] | 8 | 10.97 | rindex[0]
6_report | _dataout[25] | 8 | 11.33 | rindex[0]
-- registers in the layout (all words and copies together), names as in the netlist --
name	cells
_dataout	256
data	2048
-- layout by cell type, fill, tap and decap left out, types with 49 or more instances in the layout --
master | Yosys | layout
buf_4 | 0 | 62
or2_2 | 256 | 256
clkbuf_1 | 150 | 49
mux2_2 | 510 | 510
edfxtp_1 | 2304 | 2304
clkdlybuf4s50_1 | 0 | 548
mux4_2 | 512 | 512
and2_1 | 2048 | 2048
nor2_1 | 256 | 256
clkbuf_16 | 0 | 246
-- critical path: cells and delay by family --
| family | cells | cell delay [ns] |
|---|---|---|
| buf+inv | 5 | 2.71 |
| mux | 3 | 1.14 |
-- kinds of logic (layout without fill, tap and decap cells) --
family        Yosys count  count (layout)
mux                  1024            1024
buf+inv               247            1062
other cells             0              13
simple gates         2633            2633
flops                2304            2304
xor+xnor                3               3
Power figures rest on the tool's default switching activity, not on a simulated workload.
