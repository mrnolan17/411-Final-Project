**flow/design.v**
```verilog
package pcmux;
typedef enum bit [1:0] {
    pc_plus4  = 2'b00
    ,alu_out  = 2'b01
    ,alu_mod2 = 2'b10
} pcmux_sel_t;
endpackage
package marmux;
typedef enum bit {
    pc_out = 1'b0
    ,alu_out = 1'b1
} marmux_sel_t;
endpackage
package cmpmux;
typedef enum bit {
    rs2_out = 1'b0
    ,i_imm = 1'b1
} cmpmux_sel_t;
endpackage
package alumux;
typedef enum bit {
    rs1_out = 1'b0
    ,pc_out = 1'b1
} alumux1_sel_t;
typedef enum bit [2:0] {
    i_imm    = 3'b000
    ,u_imm   = 3'b001
    ,b_imm   = 3'b010
    ,s_imm   = 3'b011
    ,j_imm   = 3'b100
    ,rs2_out = 3'b101
} alumux2_sel_t;
endpackage
package mulmux;
typedef enum bit [3:0] {
	 mul 		= 4'b0000,
	 mulh		= 4'b0001,
	 mulhsu	= 4'b0010,
	 mulhu	= 4'b0011,
	 div		= 4'b0100,
	 divu 	= 4'b0101,
	 rem		= 4'b0110,
	 remu		= 4'b0111,
	 alu	   = 4'b1000
} mulmux_sel_t;
endpackage
package regfilemux;
typedef enum bit [3:0] {
    alu_out   = 4'b0000
    ,br_en    = 4'b0001
    ,u_imm    = 4'b0010
    ,lw       = 4'b0011
    ,pc_plus4 = 4'b0100
    ,lb        = 4'b0101
    ,lbu       = 4'b0110   
    ,lh        = 4'b0111
    ,lhu       = 4'b1000   
} regfilemux_sel_t;
endpackage
interface rvfi_itf(input clk, input rst);
    logic halt;
    logic commit;
    logic [63:0] order;
    logic [31:0] inst;
    logic trap;
    logic [4:0] rs1_addr;
    logic [4:0] rs2_addr;
    logic [31:0] rs1_rdata;
    logic [31:0] rs2_rdata;
    logic load_regfile;
    logic [4:0] rd_addr;
    logic [31:0] rd_wdata;
    logic [31:0] pc_rdata;
    logic [31:0] pc_wdata;
    logic [31:0] mem_addr;
    logic [3:0] mem_rmask;
    logic [3:0] mem_wmask;
    logic [31:0] mem_rdata;
    logic [31:0] mem_wdata;
    logic [15:0] errcode;
endinterface
module arbiter( 
    input logic clk,
    input logic rst,
    input logic icache_read,
    input logic icache_write,
    input logic [31:0] icache_address,
    output logic [255:0] icache_data,
    output logic icache_resp,
    input logic [255:0] dcache_data_i,
    input logic dcache_read,
    input logic dcache_write,
    input logic [31:0] dcache_address,
    output logic [255:0] dcache_data_o,
    output logic dcache_resp,
    input logic [255:0] l2_cache_rdata,
    output logic [255:0] l2_cache_wdata,
    output logic [31:0] l2_cache_address,
    output logic l2_cache_write,
    output logic l2_cache_read,
    input logic l2_cache_resp
);
enum int unsigned {
    idle, icache_ready, dcache_ready
} state, next_states;
function void set_defaults();
    l2_cache_read          = 1'b0;
    l2_cache_write         = 1'b0;
    l2_cache_address       = 32'b0;
    l2_cache_wdata          = 256'b0;
    icache_data   = 256'b0;
    icache_resp   = 1'b0;
    dcache_data_o   = 256'b0;
    dcache_resp   = 1'b0;
endfunction
always_comb begin : state_actions
    set_defaults();
    unique case (state)
        idle: begin
        end         
        icache_ready: begin
            l2_cache_address = icache_address;
            l2_cache_read = icache_read;
            l2_cache_write = icache_write;
            icache_data = l2_cache_rdata;
            icache_resp = l2_cache_resp;
        end 
        dcache_ready: begin
            l2_cache_address = dcache_address;
            l2_cache_read = dcache_read;
            l2_cache_write = dcache_write;
            l2_cache_wdata = dcache_data_i;
            dcache_data_o = l2_cache_rdata;
            dcache_resp = l2_cache_resp;
        end
    endcase
end
always_comb
begin : next_state_logic
    unique case (state)
        idle:begin
            if (icache_read)
                next_states = icache_ready;
            else if ((dcache_read || dcache_write) && (icache_read == 0))
                next_states = dcache_ready;
            else
                next_states = idle;
            end
        icache_ready:begin
            if ((dcache_read || dcache_write) && l2_cache_resp)
                next_states = dcache_ready;
            else if (~l2_cache_resp)
                next_states = icache_ready;
            else
                next_states = idle;
            end
        dcache_ready:begin
            if (l2_cache_resp && (icache_read == 0))
                next_states = idle;
            else if (l2_cache_resp && (icache_read))
                            next_states = icache_ready;
            else
                            next_states = dcache_ready;
            end
    endcase
end
always_ff @(posedge clk)
begin: next_state_assignment
    if (rst) begin
        state <= idle;
    end
    else begin 
        state <= next_states;
    end
end
endmodule:arbiter
```
**flow/run.sh**
```bash
#!/bin/bash
# OpenROAD 26Q1-2900-gdf79404cd8, Yosys 0.63+post, stock flow scripts
make -C /OpenROAD-flow-scripts/flow DESIGN_CONFIG=/design/flow/config.mk WORK_HOME=/design/flow/orfs finish
```
**flow/config.mk**
```make
export PLATFORM = sky130hd
export DESIGN_NAME = arbiter
export DESIGN_NICKNAME = arbiter
export VERILOG_FILES = /design/flow/design.v
export SDC_FILE = /design/flow/constraint.sdc
export NUM_CORES = 4
export LEC_CHECK = 1
export CORE_AREA = 10 10 531 531
export DIE_AREA = 0 0 541 541
```
**flow/constraint.sdc**
```tcl
current_design arbiter

set clk_period 45.3
set clk_io_pct 0.2

create_clock -name clk0 -period $clk_period [get_ports {clk}]

set non_clock_inputs [all_inputs -no_clocks]
set_input_delay [expr $clk_period * $clk_io_pct] -clock clk0 $non_clock_inputs
set_output_delay [expr $clk_period * $clk_io_pct] -clock clk0 [all_outputs]
```
==> out/results.txt <==
GRT Residual Overflow: 0
Antenna Violating Nets Remaining: 0
Post-synthesis compound-gate area fraction: 5.89%
Maximum frequency from static timing analysis: 49.6 MHz
Count of buffers inserted at the top-level ports: 1386
Post-DP HPWL: 226000 microns
Largest type area fraction: 84.6%
Post-Route Skew: 0.00164 ns
Wire length after detailed routing: 235000 microns
Worst hold path endpoint: state[2]
Max FO, Critical Path: 3
Class of the worst hold path: reg -> reg
Layout cells sized above 1: 1.08%
Most repeated library cell on the critical path: clkdlybuf4s50_1
Filler-free cell count of the finished design: 5885
FF-to-FF setup slack: 43.14 ns
Post-Synth XOR/XNOR Area: 0%
Clock period minus final worst setup slack: 20.16 ns
Start of the worst register-to-register path: state[1]
Total clock buffers created by CTS: 3
Average wire per cell in the routed design: 40.0 microns
Chip footprint: 0.293 sq mm
Critical path class: in -> out
Syn. warnings: 1
Final worst path period share: 44.5%
Total of flip-flops plus latches after synthesis: 3
Synth logic family: simple AND/OR/NAND/NOR gates
Die boundary width: 541 microns
Overall die height: 541 microns
Cell row count: 191
Maximum count of clock buffers along a single path: 2
Max reg flops: 3
Chip area estimate from yosys synthesis: 0.00569 sq mm
Register with the highest flop count: state
Number of DRC violations after detailed routing: 0
Syn Area/Cell: 6.25 sq um
Clk latency late pin: 0.23 ns
Largest net degree at the start of global routing: 103
Count of fill cells added during filler insertion: 31600
Data arrival time of the critical path: 11.10 ns
Total via count after detailed routing: 12900
Global-route wire length before repair: 264000 microns
Run status: complete, no violations
Pwr Density: 10.4 mW/mm^2
Total setup buffers inserted after CTS: 0
Clk root buf: clkbuf_16
Cell area after technology mapping: 0.00569 sq mm
PostCTS Resize Cnt: 0
Largest stage delay, worst path: 0.68 ns
Pwr Total: 250 uW
Fin. max-slew vios: 0
Largest regs: state: 3 flops
Via count of the first global-routing pass: 12700
Yosys adder share: 0%
Critical path launch point: l2_cache_rdata[223]
Total track usage: 15.6%
Ranking of synthesized cells by area: and2_1 (85%), a22o_1 (5.2%), clkbuf_1 (3.6%)
Worst Min Path Start: state[0]
Slowest cell on the critical path: clkdlybuf4s50_1
H-tree depth reported by CTS: 1
Iter 0 DRT Violations: 406
Weighted congestion reported at the end of routability-driven placement: 1.01
Max IR drop VDD: 0.0196 mV
Yosys stat cell total: 911
Hold buffer count at CTS: 0
Slew at the pin closest to its max-slew limit: 0.772 ns
Clock transition at the registers of the reported paths: 0.03 ns
Area of combinational cells with multiple inputs: 0.00519 sq mm
Cell count after synthesis: 911
Detailed-router iteration count before antenna repair: 4
Count of boundary I/O pins: 1387
Sink Count: 3
Synth-to-Final Area Change: 322%
Crit path capture type: primary output
Max_slew headroom: 48.5%
Hold Violations, Final: 0
Post-synth seq share: 1.06%
Static leakage: 7.60 nW
Unique masters post-synth: 17
Area fraction in mux cells: 0%
Worst Setup Start Kind: input port
Most area-hungry cell type in the Yosys netlist: and2_1
R2R depth: 5
Count of max-cap constraint violations: 0
Yosys simple share: 85.3%
Worst Path Required: 36.24 ns
Placed instance count: 5790
Core ar.: 0.271 sq mm
RSZ-0062 raised after global routing: false
Hold Crit Depth: 2
Cells traversed along the worst timing path: clkdlybuf4s50_1 -> and2_1 -> clkdlybuf4s50_1
Clock tree from TritonCTS: done
Setup violation total in the final timing report: 0
Setup TNS after final layout: 0 ns
Worst flop-to-flop path endpoint: state[2]
Number of antenna violations at the first check in global routing: 248
Seq. cell area: 65.1 sq um
Starting Density: 2.10%
Vias per cell: 2.19
Number of warnings in the stage logs: 29
-- per-stage QoR --
step	setup slack, ns	hold WS [ns]	area (sq um)	util, %
6_report	25.14	0.677	24000	8.88
5_1_grt	25.06	0.739	23800	8.80
4_1_cts	25.04	0.662	23800	8.80
3_5_place_dp	25.04	0.653	23700	8.77
3_3_place_gp	25.04	0.655	23700	8.77
2_1_floorplan	27.00	0.578	5690	-
-- cell usage after synthesis --
library cell  count
nor2_8            1
a21oi_1           2
dfxtp_1           3
or3b_2            1
a22o_1           34
nand2b_1          1
a22oi_1           1
and2_1          770
o31ai_1           2
clkbuf_2         21
inv_1             1
clkbuf_1         55
buf_6             4
o21ai_0           1
buf_4             6
nor2_1            1
buf_2             7
-- cells by family (layout without fill, tap and decap cells) --
family	count (synthesis)	in the layout
flip-flops	3	3
buffers and inverters	94	1407
AND-OR/OR-AND	40	40
other	0	91
AND/OR/NAND/NOR	774	774
-- layout by cell type, fill, tap and decap left out --
cell type	Yosys	routed
a21oi_1	2	2
a22o_1	34	34
a22oi_1	1	1
or3b_2	1	1
clkbuf_1	55	1
dfxtp_4	0	1
nor2_8	1	1
o21ai_0	1	1
dfxtp_1	3	1
nor2_1	1	1
clkbuf_16	0	3
inv_1	1	1
buf_4	6	17
dfxtp_2	0	1
nand2b_1	1	1
and2_1	770	770
o31ai_1	2	2
clkdlybuf4s50_1	0	1385
diode_2	0	91
-- report_power, final --
part | total [mW] | leakage [nW] | switching, mW | internal, mW
Combinational | 0.232 | 7.53 | 0.102 | 0.130
Sequential | 0.00433 | 0.0260 | 0.00145 | 0.00289
Clock | 0.0139 | 0.0387 | 0.00231 | 0.0116
-- worst max-delay path, delay by kind of cell --
family	cells	cell delay (ns)
buf+inv	2	1.36
simple gates	1	0.66
-- area by class of cell --
cell class / instances / share of cell area [%]
Multi-Input combinational cell: 814 / 21.6
Antenna cell: 91 / 0.948
Clock buffer: 4 / 0.328
Timing Repair Buffer: 1402 / 58.2
Tap cell: 3570 / 18.6
Sequential cell: 3 / 0.271
Inverter: 1 / 0.0156
-- metal layers --
layer	GRT usage [%]	share of wire (%)	wire length, microns
met4	1.54	2.1	4930
met3	16.0	23	53100
met5	0	0.22	527
met1	17.2	36	85400
met2	21.8	39	91600
-- how the worst max path moves through the flow --
stage,endpoint,slack (ns)
final,icache_data[223],25.14
after global routing,icache_data[223],25.06
after CTS,icache_data[223],25.04
Power figures rest on the tool's default switching activity, not on a simulated workload.
