`flow/config.mk`:
```
export PLATFORM = sky130hd
export DESIGN_NAME = data_array_2
export DESIGN_NICKNAME = data_array_2
export VERILOG_FILES = /design/flow/design.v
export SDC_FILE = /design/flow/constraint.sdc
export NUM_CORES = 4
export LEC_CHECK = 1
export CORE_UTILIZATION = 50
```
`flow/constraint.sdc`:
```
current_design data_array_2

set clk_period 30.6
set clk_io_pct 0.2

create_clock -name clk0 -period $clk_period [get_ports {clk}]

set non_clock_inputs [all_inputs -no_clocks]
set_input_delay [expr $clk_period * $clk_io_pct] -clock clk0 $non_clock_inputs
set_output_delay [expr $clk_period * $clk_io_pct] -clock clk0 [all_outputs]
```
`flow/design.v`:
```
package pcmux;
typedef enum bit [1:0] {
    pc_plus4  = 2'b00
    ,alu_out  = 2'b01
    ,alu_mod2 = 2'b10
} pcmux_sel_t;
endpackage
package marmux;
typedef enum bit {
    pc_out = 1'b0
    ,alu_out = 1'b1
} marmux_sel_t;
endpackage
package cmpmux;
typedef enum bit {
    rs2_out = 1'b0
    ,i_imm = 1'b1
} cmpmux_sel_t;
endpackage
package alumux;
typedef enum bit {
    rs1_out = 1'b0
    ,pc_out = 1'b1
} alumux1_sel_t;
typedef enum bit [2:0] {
    i_imm    = 3'b000
    ,u_imm   = 3'b001
    ,b_imm   = 3'b010
    ,s_imm   = 3'b011
    ,j_imm   = 3'b100
    ,rs2_out = 3'b101
} alumux2_sel_t;
endpackage
package mulmux;
typedef enum bit [3:0] {
	 mul 		= 4'b0000,
	 mulh		= 4'b0001,
	 mulhsu	= 4'b0010,
	 mulhu	= 4'b0011,
	 div		= 4'b0100,
	 divu 	= 4'b0101,
	 rem		= 4'b0110,
	 remu		= 4'b0111,
	 alu	   = 4'b1000
} mulmux_sel_t;
endpackage
package regfilemux;
typedef enum bit [3:0] {
    alu_out   = 4'b0000
    ,br_en    = 4'b0001
    ,u_imm    = 4'b0010
    ,lw       = 4'b0011
    ,pc_plus4 = 4'b0100
    ,lb        = 4'b0101
    ,lbu       = 4'b0110   
    ,lh        = 4'b0111
    ,lhu       = 4'b1000   
} regfilemux_sel_t;
endpackage
interface rvfi_itf(input clk, input rst);
    logic halt;
    logic commit;
    logic [63:0] order;
    logic [31:0] inst;
    logic trap;
    logic [4:0] rs1_addr;
    logic [4:0] rs2_addr;
    logic [31:0] rs1_rdata;
    logic [31:0] rs2_rdata;
    logic load_regfile;
    logic [4:0] rd_addr;
    logic [31:0] rd_wdata;
    logic [31:0] pc_rdata;
    logic [31:0] pc_wdata;
    logic [31:0] mem_addr;
    logic [3:0] mem_rmask;
    logic [3:0] mem_wmask;
    logic [31:0] mem_rdata;
    logic [31:0] mem_wdata;
    logic [15:0] errcode;
endinterface
module data_array_2 #(
    parameter s_offset = 5,
    parameter s_index = 3
)
(
    clk,
    rst,
    read,
    write_en,
    rindex,
    windex,
    datain,
    dataout
);
localparam s_mask   = 2**s_offset;
localparam s_line   = 8*s_mask;
localparam num_sets = 2**s_index;
input clk;
input rst;
input read;
input [s_mask-1:0] write_en;
input [s_index-1:0] rindex;
input [s_index-1:0] windex;
input [s_line-1:0] datain;
output logic [s_line-1:0] dataout;
logic [s_line-1:0] data [num_sets-1:0]  ;
logic [s_line-1:0] _dataout;
assign dataout = _dataout;
always_ff @(posedge clk)
begin
    if (rst) begin
        for (int i = 0; i < num_sets; ++i)
            data[i] <= '0;
    end
    else begin
        if (read)
            for (int i = 0; i < s_mask; i++)
                _dataout[8*i +: 8] <= (write_en[i] & (rindex == windex)) ?
                                      datain[8*i +: 8] : data[rindex][8*i +: 8];
        for (int i = 0; i < s_mask; i++)
        begin
            data[windex][8*i +: 8] <= write_en[i] ? datain[8*i +: 8] :
                                                    data[windex][8*i +: 8];
        end
    end
end
endmodule : data_array_2
```
`flow/run.sh`:
```
#!/bin/bash
# OpenROAD 26Q1-2900-gdf79404cd8, Yosys 0.63+post, stock flow scripts
make -C /OpenROAD-flow-scripts/flow DESIGN_CONFIG=/design/flow/config.mk WORK_HOME=/design/flow/orfs finish
```
==> Changelog: implementation <==
### Implementation results

- Distinct cells, synth: 20
- Worst vdd ir: 0.05665 mV
- Ys cells: 6211
- RSZ-0062 raised after global routing: no
- Hold Buf Count CTS: 0
- WL/cell: 26.55 um
- Startpoint Class: primary input
- Area Growth Syn to Fin: 15.19%
- Period utilization: 30.71%
- Resize count post-CTS: 0
- Worst hold path class: reg2reg
- Gr usage total: 27.97%
- Die area: 209400 sq um
- Synthesis area per yosys: 103800 sq um
- Power density over the cells: 59.90 nW/um^2
- Post-route ant nets: 0
- Gr ovfl total: 0
- CTS Root Cell: clkbuf_16
- Synthesized area: 103800 sq um
- Skew final: 0.02027 ns
- Share of layout cells above drive strength 1: 23.80%
- # DRC: 0
- Worst rel slew slack: 37.43%
- Gate Count Post-Synth: 6211
- Top Metal Used: met5
- Pin count of the biggest net entering global routing: 92
- Placer Congestion: 0.8525
- OpenROAD warnings: 26
- First-pass DRT Iterations: 5
- DR WL met3: 26570 um
- Num ports: 553
- Cell area leaders: edfxtp_1 (67%), and2_1 (12%), mux4_2 (11%)
- Worst EP required: 31.20 ns
- Max clock buf depth: 3
- Final setup margin: 21.20 ns
- Status: finished, final reports clean
- Dpl cells: 9274
- TNS Setup: 0 ns
- Clock buffer count from CTS: 241
- Met2 routed wirelength: 128700 um
- Non-Filler Instances: 9733
- Leading area contributor after synthesis: edfxtp_1
- Cell chain of the critical path: buf_8 -> buf_12 -> buf_12 -> buf_4 -> buf_4 -> mux4_2 -> mux2_2 -> mux2_2
- IO buf count: 552
- Reg clk slew, reported paths: 0.06 ns
- Core area: 205400 sq um
- Synth warn: 1
- Critical-path maximum fanout: 63
- Area of placed instances: 112000 sq um
- Avg Inst Size Synth: 16.71 sq um
- Sink Count: 2304
- Setup Buffers After CTS: 0
- Site Rows: 166
- CTS tree: done
- Clock Latency Late Sink: 0.87 ns
- Seq cells post-synth: 2304
- FP Core Util: 50.54%
- Vias in the first global route: 58359
- Fmax: 0.1064 GHz
- Top cell area share: 66.65%
- Slew Limit Fails: 0
- Initial antenna violation count: 67
- H-Tree Depth: 4
- WS Path Type: in2reg
- First-pass GRT wire length: 383400 um
- Critical Path AT: 10.00 ns
- Final-report setup violation count: 0
- Hold slack: 0.8793 ns
- Max_cap viols: 0
- Seq share, synth: 66.65%
- Final instance area: 119600 sq um
- Delay of the slowest critical-path stage: 0.65 ns
- DR vias/cell: 5.564
- HPWL Detailed: 167900 um
- Via Count: 54153
- Fin crit period: 9.398 ns
- Die H: 457.7 um
- Post-Route WL: 258400 um
- Final Hold Viols: 0
- Least-Margin Pin Slew: 0.9351 ns
- Post-Place Setup Slack: 20.18 ns
- 1st-iter DRT viols: 2937
- WL met1: 93970 um
- P_leak: 41.19 nW
- Worst setup EP type: flip-flop
- Crit-path slowest cell: buf_4
- Die X: 457.7 um
==> state kept, by name (all words and copies together), names as in the netlist <==
register and count:
data 2048, _dataout 256
==> power by group <==
group / switching (mW) / internal [mW] / total [mW]
logic: 0.304 / 0.292 / 0.596
clock network: 1.19 / 1.64 / 2.83
registers: 0.0537 / 3.68 / 3.73
==> metal layers <==
metal	track usage (%)	vias to the layer above
li1	-	24534
met1	41.58	27008
met2	41.99	2097
met3	12.18	466
met4	7.775	48
met5	0.4133	-
==> Yosys cell counts <==
master,instances
mux2_2,510
clkbuf_1,150
nand3_1,1
nand4b_1,32
or3_1,1
and2_1,2048
mux2_1,2
or2_2,256
mux4_2,512
edfxtp_1,2304
or3b_2,3
nand2b_1,32
nand3b_1,3
xnor2_1,1
nor2_1,256
buf_6,54
buf_2,26
buf_1,17
nor2b_1,1
xnor2_2,2
==> final timing paths <==
check | cells after the start | to | slack (ns) | start
setup reg to reg | 3 | _dataout[136] | 28.88 | data[6][136]
hold / removal | 3 | _dataout[9] | 0.88 | data[4][9]
hold reg to reg | 3 | _dataout[9] | 0.88 | data[4][9]
setup / recovery | 8 | _dataout[45] | 21.20 | rindex[0]
==> logic make-up (layout without fill, tap and decap cells) <==
family / count (synthesis) / in the layout / share of synthesized area, %
simple gates: 2633 / 2633 / 15.34
mux: 1024 / 1024 / 16.66
flops: 2304 / 2304 / 66.65
other cells: 0 / 21 / 0
xor+xnor: 3 / 3 / 0.03977
buf+inv: 247 / 1060 / 1.315
==> critical path, delay by kind of cell <==
family	cells	cell delay, ns
mux	3	1.11
buf+inv	5	2.56
==> cell type report <==
class | count | area (sq um)
Timing Repair Buffer | 622 | 6096
Clock inverter | 124 | 1082
Fill cell | 15260 | 85840
Clock buffer | 314 | 6475
Sequential cell | 2304 | 69190
Tap cell | 2688 | 3363
Antenna cell | 21 | 52.55
Multi-Input combinational cell | 3660 | 33320
==> stage by stage <==
step | total power, mW | util (%)
5_1_grt | 7.403 | 58.21
3_5_place_dp | 4.404 | 54.51
3_3_place_gp | 4.396 | 54.51
4_1_cts | 7.240 | 58.19
6_report | 7.163 | 58.21
2_1_floorplan | 4.136 | -
==> cell usage in the layout (no fill, tap or decap) <==
master,Yosys,final
clkdlybuf4s50_1,0,548
clkinvlp_4,0,5
nor2_1,256,256
buf_8,0,4
mux2_2,510,510
or2_2,256,256
inv_6,0,1
diode_2,0,21
xnor2_4,0,2
nand3b_1,3,3
clkbuf_16,0,249
edfxtp_1,2304,2304
clkinv_8,0,2
and2_1,2048,2048
or3_4,0,1
nand4b_1,32,32
buf_12,0,2
bufinv_16,0,20
nand2b_1,32,32
buf_4,0,68
nand3_4,0,1
xnor2_2,2,1
clkinv_2,0,34
clkbuf_1,150,65
nor2b_4,0,1
clkinv_1,0,62
mux4_2,512,512
or3b_4,0,3
mux2_1,2,2
Power and IR drop assume default switching activity.
