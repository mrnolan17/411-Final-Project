## /design/flow/config.mk

```make
export PLATFORM = sky130hd
export DESIGN_NAME = cacheline_adaptor
export DESIGN_NICKNAME = cacheline_adaptor
export VERILOG_FILES = /design/flow/design.v
export SDC_FILE = /design/flow/constraint.sdc
export NUM_CORES = 4
export LEC_CHECK = 1
export CORE_AREA = 10 10 340 340
export DIE_AREA = 0 0 350 350
```

## /design/flow/constraint.sdc

```tcl
current_design cacheline_adaptor

set clk_period 15.5
set clk_io_pct 0.2

create_clock -name clk0 -period $clk_period [get_ports {clk}]

set non_clock_inputs [all_inputs -no_clocks]
set_input_delay [expr $clk_period * $clk_io_pct] -clock clk0 $non_clock_inputs
set_output_delay [expr $clk_period * $clk_io_pct] -clock clk0 [all_outputs]
```

## /design/flow/design.v

```verilog
package pcmux;
typedef enum bit [1:0] {
    pc_plus4  = 2'b00
    ,alu_out  = 2'b01
    ,alu_mod2 = 2'b10
} pcmux_sel_t;
endpackage
package marmux;
typedef enum bit {
    pc_out = 1'b0
    ,alu_out = 1'b1
} marmux_sel_t;
endpackage
package cmpmux;
typedef enum bit {
    rs2_out = 1'b0
    ,i_imm = 1'b1
} cmpmux_sel_t;
endpackage
package alumux;
typedef enum bit {
    rs1_out = 1'b0
    ,pc_out = 1'b1
} alumux1_sel_t;
typedef enum bit [2:0] {
    i_imm    = 3'b000
    ,u_imm   = 3'b001
    ,b_imm   = 3'b010
    ,s_imm   = 3'b011
    ,j_imm   = 3'b100
    ,rs2_out = 3'b101
} alumux2_sel_t;
endpackage
package mulmux;
typedef enum bit [3:0] {
	 mul 		= 4'b0000,
	 mulh		= 4'b0001,
	 mulhsu	= 4'b0010,
	 mulhu	= 4'b0011,
	 div		= 4'b0100,
	 divu 	= 4'b0101,
	 rem		= 4'b0110,
	 remu		= 4'b0111,
	 alu	   = 4'b1000
} mulmux_sel_t;
endpackage
package regfilemux;
typedef enum bit [3:0] {
    alu_out   = 4'b0000
    ,br_en    = 4'b0001
    ,u_imm    = 4'b0010
    ,lw       = 4'b0011
    ,pc_plus4 = 4'b0100
    ,lb        = 4'b0101
    ,lbu       = 4'b0110   
    ,lh        = 4'b0111
    ,lhu       = 4'b1000   
} regfilemux_sel_t;
endpackage
interface rvfi_itf(input clk, input rst);
    logic halt;
    logic commit;
    logic [63:0] order;
    logic [31:0] inst;
    logic trap;
    logic [4:0] rs1_addr;
    logic [4:0] rs2_addr;
    logic [31:0] rs1_rdata;
    logic [31:0] rs2_rdata;
    logic load_regfile;
    logic [4:0] rd_addr;
    logic [31:0] rd_wdata;
    logic [31:0] pc_rdata;
    logic [31:0] pc_wdata;
    logic [31:0] mem_addr;
    logic [3:0] mem_rmask;
    logic [3:0] mem_wmask;
    logic [31:0] mem_rdata;
    logic [31:0] mem_wdata;
    logic [15:0] errcode;
endinterface
module cacheline_adaptor
(
    input clk,
    input reset_n,
    input logic [255:0] line_i,
    output logic [255:0] line_o,
    input logic [31:0] address_i,
    input read_i,
    input write_i,
    output logic resp_o,
    input logic [63:0] burst_i,
    output logic [63:0] burst_o,
    output logic [31:0] address_o,
    output logic read_o,
    output logic write_o,
    input resp_i
);
    typedef enum bit [2:0] {IDLE, WAITR, WAITW, R, W, DONE} macro_t;
    struct packed {
        macro_t macro;
        logic [1:0] count;
    } state;
    localparam logic [1:0] maxcount = 2'b11;
    logic [255:0] linebuf;
    logic [31:0] addressbuf;
    assign line_o = linebuf;
    assign address_o = addressbuf;
    assign burst_o = linebuf[64 * state.count +: 64];
    assign read_o = ((state.macro == WAITR) || (state.macro == R));
    assign write_o = ((state.macro == WAITW) || (state.macro == W));
    assign resp_o = state.macro == DONE;
    enum bit [1:0] {READ_OP, WRITE_OP, NO_OP} op;
    assign op = read_i ? READ_OP : write_i ? WRITE_OP : NO_OP;
    always_ff @(posedge clk) begin
        if (~reset_n) begin
            state.macro <= IDLE;
        end
        else begin
            case (state.macro)
            IDLE: begin
                case (op)
                    NO_OP: ;
                    WRITE_OP: begin
                        state.macro <= WAITW;
                        linebuf <= line_i;
                        addressbuf <= address_i;
                        state.count <= 2'b00;
                    end
                    READ_OP: begin
                        state.macro <= WAITR;
                        addressbuf <= address_i;
                    end
                endcase
            end
            WAITR: begin
                if (resp_i) begin
                    state.macro <= R;
                    state.count <= 2'b01;
                    linebuf[63:0] <= burst_i;
                end
            end
            WAITW: begin
                if (resp_i) begin
                    state.macro <= W;
                    state.count <= 2'b01;
                end
            end
            R: begin
                if (state.count == maxcount) begin
                    state.macro <= DONE;
                end
                linebuf[64*state.count +: 64] <= burst_i;
                state.count <= state.count + 2'b01;
            end
            W: begin
                if (state.count == maxcount) begin
                    state.macro <= DONE;
                end
                state.count <= state.count + 2'b01;
            end
            DONE: begin
                state.macro <= IDLE;
            end
            endcase
        end
    end
endmodule : cacheline_adaptor
```

## /design/flow/run.sh

```bash
#!/bin/bash
# OpenROAD 26Q1-2900-gdf79404cd8, Yosys 0.63+post, stock flow scripts
make -C /OpenROAD-flow-scripts/flow DESIGN_CONFIG=/design/flow/config.mk WORK_HOME=/design/flow/orfs finish
```

==> results.py <==
# Physical implementation metrics
metrics = {
    "pwr": {
        "power_leakage_nw": 8.88,
        "ir_worst_vdd_uv": 66.8,
        "power_density_mw_per_mm2": 135,
        "power.total_mw": 3.50,
    },
    "floorplan": {
        "fp_util_pct": 14.8,
        "core_mm2": 0.109,
        "placementRows": 121,
        "pin_count": 712,
        "die_area_mm2": 0.123,
        "die.size.y_um": 350,
        "die_w_um": 350,
    },
    "cts": {
        "cts_setup_buffers": 0,
        "cts_htree_levels": 2,
        "cts.sinks": 293,
        "cts_hold_buf": 0,
        "clk_pin_slew_worst_paths_ns": 0.06,
        "cts_buffers": 38,
        "cts_root_buf": "clkbuf_16",
        "clock_path_buffers": 3,
        "clock_latency_ns": 0.58,
        "cts_tree": "done",
        "ctsResizeCount": 0,
    },
    "critical_path": {
        "r2r_setup_slack_ns": 11.35,
        "cp_max_fo": 30,
        "crit_path_top_delay_cell": "mux4_2",
        "crit_chain": "buf_4 > buf_4 > mux4_2 > clkdlybuf4s50_1",
        "critPathLaunchType": "flop",
        "path_class": "flop to output port",
        "critPathMostFrequentCell": "buf_4",
        "cp_data_arrival_time_ns": 3.17,
        "crit_path_max_incr_delay_ns": 0.65,
        "critical_path_required_ns": 12.40,
        "worstSetupEndpointType": "output port",
    },
    "synthesis": {
        "synth.top_cell.area_share_pct": 54.3,
        "synth_stat.cells": 1506,
        "avgSynthCellArea_um2": 10.7,
        "syn_area_mm2": 0.0161,
        "post_synth_num_cell_types": 37,
        "synth-seq-cells": 293,
        "common_cells": "edfxtp_1 (290), nand2_1 (201), nor2b_1 (198)",
        "yosysTopAreaCell": "edfxtp_1",
        "yosys_warnings": 1,
        "yosys-top-cells-area": "edfxtp_1 (54%), mux4_2 (9.0%), nor2b_1 (7.7%)",
        "yosysSeqAreaShare_pct": 54.6,
        "flop_cell": "edfxtp_1",
        "ys_async_sr_fraction_pct": 0,
        "synth_cells": 1506,
        "synth_chip_area_mm2": 0.0161,
        "synth_dominant_cell_count": "edfxtp_1",
        "edf_count": 290,
    },
    "timing": {
        "maxSlewViolCount": 0,
        "rsz0062_at_grt": "false",
        "finalCriticalPeriod_ns": 6.27,
        "finalClockPeriodUsage_pct": 40.5,
        "skew_ns": 0.0242,
        "fmax_mhz": 159,
        "relSlewSlack_pct": 47.8,
        "worst_pin_slew_ns": 0.782,
        "final-setup-viol-count": 0,
        "setup-tns-final_ns": 0,
        "hold_viol_final": 0,
    },
    "cells_and_area": {
        "utilization_pct": 23.9,
        "post_route_cells_drive_above_1_share_pct": 7.71,
        "area_growth_syn_to_layout_pct": 61.6,
        "fillCellCount": 11400,
        "stdcell_count": 3607,
        "final_cell_area_mm2": 0.0259,
    },
    "grt": {
        "grt_first_pass_wirelength_mm": 123,
        "grt_max_degree": 79,
        "antenna_found_initial": 19,
        "grt_pass1_vias": 15900,
        "grt_overflow_total": 0,
        "grtUsageTotal_pct": 14.3,
    },
    "routing": {
        "ant_nets": 0,
        "first_pass_iters": 5,
        "wire_per_inst_um": 24.7,
        "route.met2.wl_mm": 43.0,
        "met1Wirelength_mm": 31.3,
        "num_vias": 15100,
        "viasPerCell": 4.20,
        "dr_wl_met3_mm": 11.9,
        "drtIter0Drc": 1038,
        "drc": 0,
        "drt-total-wl_mm": 89.2,
        "highest-signal-layer": "met5",
    },
    "placement": {
        "dp_cells": 3539,
        "port_buffers": 711,
        "dp_hpwl_mm": 67.9,
        "gp_congestion": 0.946,
        "placed_area_mm2": 0.0248,
    },
    "min_path": {
        "min_path_type": "flop to flop",
    },
    "run_status": {
        "status": "complete, no violations",
    },
    "job": {
        "warnings": 29,
        "drv_cap": 0,
    },
}
==> flip-flops by register name, summed over array words and instances (netlist names) <==
register    flops
addressbuf     32
state           5
linebuf       256
==> kinds of logic (layout without fill, tap and decap cells) <==
group	Yosys count	after routing	share of synthesized area [%]
buffers and inverters	133	818	3.55
xor gates and xnor gates	1	1	0.0546
muxes	67	67	9.17
other	0	2	0
AOI/OAI and AO/OA	463	463	16.2
adders and majority gates	5	5	0.390
DFF	293	293	54.6
and+or+nand+nor	544	544	16.0
==> critical path, delay by kind of cell, from the launching register on <==
family                 cells  cell delay, ns
buffers and inverters      3            1.46
DFF                        1            0.35
muxes                      1            0.65
==> where the power goes <==
part / switching (mW) / internal, mW / total (mW)
logic: 0.783 / 0.684 / 1.47
registers: 0.106 / 1.06 / 1.16
clock network: 0.371 / 0.502 / 0.873
total: 1.26 / 2.24 / 3.50
==> path summary, 6_finish.rpt <==
path | from | end | cells after the start
setup reg to reg | state[4]$_SDFFE_PN0P_ | linebuf[240]$_DFFE_PP_ | 8
setup / recovery | state[0]$_DFFE_PP_ | burst_o[31] | 4
hold / removal | linebuf[60]$_DFFE_PP_ | linebuf[60]$_DFFE_PP_ | 2
hold reg to reg | linebuf[60]$_DFFE_PP_ | linebuf[60]$_DFFE_PP_ | 2
==> stage by stage <==
stage	hold WS (ns)	setup WS, ns
global route	0.690	9.04
detailed placement	0.635	8.96
global placement	0.631	8.92
floorplan	0.570	2.10
CTS	0.650	9.10
finish	0.648	9.23
==> cell usage in the layout (no fill, tap or decap), types with 2 or more instances in the layout <==
master	netlist	routed
inv_2	3	2
ha_4	0	3
a21oi_4	0	2
bufinv_16	0	3
nor2b_1	198	197
nor2_1	134	134
nand2b_1	2	2
inv_6	0	2
a221oi_1	64	64
nand2_4	0	2
mux4_2	64	64
ha_1	5	2
o21ai_0	180	180
clkbuf_1	75	8
inv_1	2	2
o21ai_1	14	14
dfxtp_1	3	3
o311ai_0	2	2
diode_2	0	2
edfxtp_1	290	290
buf_4	5	36
clkinvlp_4	0	2
clkdlybuf4s50_1	0	711
nor3_1	3	3
nand2_1	201	199
o31ai_1	2	2
clkinv_2	0	5
and3_4	0	2
mux2i_1	2	2
clkinv_1	0	6
clkbuf_16	0	38
a21oi_1	194	192
==> cell type report <==
| type | instances | area (µm²) | share of cell area [%] |
|---|---|---|---|
| well taps | 1414 | 1770 | 6.82 |
| clock inverters | 20 | 195 | 0.752 |
| inverters | 5 | 21.3 | 0.0820 |
| repair buffers | 747 | 7390 | 28.5 |
| multi-input cells | 1080 | 6820 | 26.3 |
| diodes | 2 | 5.00 | 0.0193 |
| flip-flops and latches | 293 | 8770 | 33.8 |
| clock buffers | 46 | 981 | 3.78 |
==> per-layer routing <==
layer / up-vias / GRT usage [%]
li1: 6865 / -
met5: - / 0
met1: 7243 / 16.0
met4: 32 / 3.69
met2: 846 / 23.8
met3: 148 / 7.83
Power figures rest on the tool's default switching activity, not on a simulated workload.
